## flow/constraint.sdc

```tcl
current_design Write_Controller

set clk_period 4.7
set clk_io_pct 0.2

create_clock -name clk0 -period $clk_period [get_ports {Clk_in}]

set non_clock_inputs [all_inputs -no_clocks]
set_input_delay [expr $clk_period * $clk_io_pct] -clock clk0 $non_clock_inputs
set_output_delay [expr $clk_period * $clk_io_pct] -clock clk0 [all_outputs]
```

## flow/design.v

```verilog
`timescale 1ns/1ps
module Write_Controller(
    input  wire        Clk_in,         
    input  wire        Reset_n,        
    input  wire        pixel_ready,    
    input  wire        pixel_valid,    
    input  wire        line_end,       
    input  wire [23:0] pixel_data,     
    output reg         write_finish,   
    output reg         SRAM_EN_w,      
    output reg         SRAM_WE_w,      
    output reg [19:0]  SRAM_Addr_w,    
    output reg [23:0]  SRAM_Din        
);
    parameter W = 256;                 
    parameter H = 256;                 
    localparam TOTAL_PIXELS = W * H;   
    localparam [1:0] 
        W_IDLE      = 2'd0,   
        W_WRITE     = 2'd1,   
        W_NEXT_LINE = 2'd2,   
        W_DONE      = 2'd3;   
    reg [1:0] state;          
    reg [19:0] write_addr;    
    always @(posedge Clk_in or negedge Reset_n) begin
        if (!Reset_n) begin
            state         <= W_IDLE;
            write_addr    <= 0;
            write_finish  <= 0;
            SRAM_EN_w     <= 0;
            SRAM_WE_w     <= 0;
            SRAM_Addr_w   <= 0;
            SRAM_Din      <= 0;
        end else begin
            case (state)
                W_IDLE: begin
                    write_finish <= 0;
                    SRAM_EN_w    <= 0;
                    SRAM_WE_w    <= 0;
                    if (pixel_valid) begin
                        SRAM_EN_w    <= 1;             
                        SRAM_WE_w    <= 1;             
                        SRAM_Addr_w  <= 0;             
                        SRAM_Din     <= pixel_data;    
                        write_addr   <= 1;             
                        state        <= W_WRITE;       
                    end
                end
                W_WRITE: begin
                    if (pixel_valid) begin
                        SRAM_EN_w    <= 1;
                        SRAM_WE_w    <= 1;
                        SRAM_Addr_w  <= write_addr;
                        SRAM_Din     <= pixel_data;
                        write_addr   <= write_addr + 1;
                        state        <= W_WRITE;       
                    end else if (line_end) begin
                        SRAM_EN_w    <= 0;
                        SRAM_WE_w    <= 0;
                        state        <= W_NEXT_LINE;   
                    end else begin
                        SRAM_EN_w    <= 0;
                        SRAM_WE_w    <= 0;
                        state        <= W_WRITE;
                    end
                end
                W_NEXT_LINE: begin
                    if (write_addr == TOTAL_PIXELS) begin
                        write_finish <= 1;
                        SRAM_EN_w    <= 0;
                        SRAM_WE_w    <= 0;
                        state        <= W_DONE;
                    end else if (pixel_valid) begin
                        SRAM_EN_w    <= 1;
                        SRAM_WE_w    <= 1;
                        SRAM_Addr_w  <= write_addr;
                        SRAM_Din     <= pixel_data;
                        write_addr   <= write_addr + 1;
                        state        <= W_WRITE;
                    end else begin
                        SRAM_EN_w    <= 0;
                        SRAM_WE_w    <= 0;
                        state        <= W_NEXT_LINE;
                    end
                end
                W_DONE: begin
                    write_finish <= 1;   
                    SRAM_EN_w    <= 0;
                    SRAM_WE_w    <= 0;
                    state        <= W_DONE;
                end
                default: begin
                    state <= W_IDLE;
                end
            endcase
        end
    end
endmodule
```

## flow/config.mk

```make
export PLATFORM = sky130hd
export DESIGN_NAME = Write_Controller
export DESIGN_NICKNAME = Write_Controller
export VERILOG_FILES = /design/flow/design.v
export SDC_FILE = /design/flow/constraint.sdc
export NUM_CORES = 4
export LEC_CHECK = 1
export CORE_UTILIZATION = 40
```

## flow/run.sh

```bash
#!/bin/bash
# OpenROAD 26Q1-2900-gdf79404cd8, Yosys 0.63+post, stock flow scripts
make -C /OpenROAD-flow-scripts/flow DESIGN_CONFIG=/design/flow/config.mk WORK_HOME=/design/flow/orfs finish
```

==> results.cfg <==
; flow metrics
[clocking]
cts_hold_buffers = 0
clkSinkCount = 70
cts_buffers = 9
cts_setup_buffers = 0
cts_resized = 0
clkLatencyLatePin_ns = 0.35
cts_root_buf = clkbuf_8
clockBufferDepth = 2
cts_tree = yes
htree_levels = 3
clk_pin_slew_worst_paths_ns = 0.07

[detailed_routing]
first_iter_violations = 163
vias = 2525
m1WireLength_um = 3610
viasPerCell = 5.25
met2_length_um = 3490
drcViolationCount = 0
dr_wl_met3_um = 337
wl_per_cell_um = 15.7
top_layer = met4
drt_pre_antenna_iters = 4
drtAntennaViolNets = 0
num_antenna_cells = 0
drt_wl_total_um = 7550

[setup_path]
crit_buf_inv = 2
rr_endpoint = SRAM_Din[20]$_DFFE_PN0P_
rrSetupSlack_ns = 2.19
crit_path_end_kind = flip-flop
ff2ff_path_depth = 7
crit_slowest_cell = clkdlybuf4s50_1
crit_type = input port to flip-flop
critical_path.startpoint_type = input port
cp_slowest_stage_delay_ns = 0.74
critical_path.max_fanout = 20
crit_family = buffers and inverters
required_ns = 4.92
critical_path_arrival_ns = 3.08
r2r-start = state[1]$_DFF_PN0_
crit_chain = clkdlybuf4s50_1 > o21ai_4 > nor2_4 > buf_4 > mux2_4

[yosys]
synth_cell_type_count = 48
yosysCellCount = 304
edf_count = 0
netlist_area_mm2 = 0.00327
yosysSeqAreaShare = 0.536
ys_warn_count = 1
synth_chip_area_mm2 = 0.00327
ff_type = dfrtp_1
ys.flops = 70
synth_area_per_cell_um2 = 10.8
synthCells = 304
synthArstFlopShare = 1.00

[placement]
place.gp.congestion = 0.882
pre_cts_ws_ns = 1.49
io_buffers = 74
place_area_mm2 = 0.00407
place_hpwl_um = 4980

[sta]
worst_pin_slew_ns = 0.614
min_period_ns = 2.86
relSlewSlack = 0.587
fin_crit_sh = 0.608
fin_ws_ns = 1.84
setup_viol_count_final = 0
hold_violations = 0
finalMaxSlewViolations = 0
whs_ns = 0.479
fin_setup_tns_ns = 0
rsz0062_at_grt = no
max_freq_mhz = 350
finClkSkew_ns = 0.0108

[die]
die.size.x_um = 92.4
ios = 76
fp_util = 0.419
rows = 32
core_mm2 = 0.00781
die_area_mm2 = 0.00854
fp.dieH_um = 92.4

[global_routing]
antenna_found_initial = 0
grt_pass1_wl_um = 12600
grtUsageTotal = 0.194
overflow = 0
grt_max_degree = 47
grt_pass1_vias = 2482

[layout]
area_growth_pct = 31.2
layout_top_cell = clkdlybuf4s50_1
mostFrequentLayoutCells = 73 x clkdlybuf4s50_1, 69 x dfrtp_1, 26 x nand2_1, 26 x o21ai_0, 19 x nor2_1
nFillCells = 677
drive_above_1_share = 0.156
final_cell_area_mm2 = 0.00429

[worst_hold_path]
worst_hold_path.endpoint = SRAM_Addr_w[17]$_DFFE_PN0P_
hold_depth = 1
worstHoldStart = SRAM_Addr_w[17]$_DFFE_PN0P_
min_path_type = flip-flop to flip-flop

[job]
maxCapViolations = 0
log.warning_count = 27

[run_status]
status = finished clean

[power_and_ir_drop]
vdd_drop_max_v = 0.000234
leakage_nw = 1.81
p_per_area_mw_per_mm2 = 437
-- report_power, final --
group          switching [W]  total [W]  internal [W]
Clock               0.000228   0.000543      0.000315
Sequential          0.000103   0.000858      0.000755
Combinational       0.000112   0.000474      0.000363
Total               0.000443    0.00188       0.00143
-- kinds of logic after synthesis --
| family | synth area share |
|---|---|
| adders and majority gates | 0.00765 |
| buffers and inverters | 0.0513 |
| DFF | 0.536 |
| AOI/OAI and AO/OA | 0.138 |
| muxes | 0.108 |
| and+or+nand+nor | 0.159 |
-- cell usage after synthesis (8+ instances only) --
cell type | count | share of area
clkbuf_1 | 8 | 0.0092
nand2_1 | 26 | 0.030
a31oi_1 | 9 | 0.017
dfrtp_1 | 69 | 0.53
buf_2 | 8 | 0.012
mux2_2 | 17 | 0.059
nor2_1 | 19 | 0.022
a21oi_1 | 11 | 0.017
inv_1 | 14 | 0.016
nor3_1 | 8 | 0.012
nand3_1 | 11 | 0.017
o21ai_0 | 26 | 0.040
mux2_4 | 8 | 0.037
-- layer usage --
metal | track usage | vias to the layer above
met1 | 0.318 | 1226
met5 | 0 | -
met2 | 0.292 | 62
met3 | 0.0292 | 10
li1 | - | 1227
met4 | 0.0247 | 0
-- through the flow --
step	std cells	total power, W	utilization
6_report	481	0.00188	0.550
5_1_grt	481	0.00200	0.550
4_1_cts	481	0.00191	0.550
3_5_place_dp	465	0.00135	0.521
3_3_place_gp	465	0.00134	0.521
2_1_floorplan	304	0.00102	-
-- how the worst max path moves through the flow --
stage,cells past startpoint,end,start,slack (ns)
4_1_cts,5,SRAM_Din[20]$_DFFE_PN0P_,pixel_valid,1.86
5_1_grt,5,SRAM_Din[17]$_DFFE_PN0P_,pixel_valid,1.76
6_report,5,SRAM_Din[20]$_DFFE_PN0P_,pixel_valid,1.84
-- sequential cells by signal, summed over array words and instances (netlist names) --
name,flops
write_addr,20
SRAM_Addr_w,20
state,4
write_finish,1
SRAM_EN_w,1
SRAM_Din,24
-- final cells by class --
cell class              count  area [µm²]  area share
clock buffers              11         141      0.0329
clock inverters             5        81.3      0.0190
inverters                  14        52.6      0.0122
multi-input cells         199        1360       0.316
flip-flops and latches     70        1750       0.408
well taps                 102         128      0.0297
repair buffers             80         781       0.182
-- worst reg2reg max path, cell delays in order (launching register included) --
cell and delay [ns]:
dfrtp_1 0.46, or2_1 0.13, buf_4 0.27, nor2_1 0.07, buf_4 0.21, nor2_4 0.46
buf_4 0.44, mux2_4 0.34
Power is estimated from default activity; no workload was simulated.
