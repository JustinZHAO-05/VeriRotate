## flow/run.sh

```bash
#!/bin/bash
# OpenROAD 26Q1-2900-gdf79404cd8, Yosys 0.63+post, stock flow scripts
make -C /OpenROAD-flow-scripts/flow DESIGN_CONFIG=/design/flow/config.mk WORK_HOME=/design/flow/orfs finish
```

## flow/config.mk

```make
export PLATFORM = sky130hd
export DESIGN_NAME = Read_Controller
export DESIGN_NICKNAME = Read_Controller
export VERILOG_FILES = /design/flow/design.v
export SDC_FILE = /design/flow/constraint.sdc
export NUM_CORES = 4
export LEC_CHECK = 1
export CORE_UTILIZATION = 30
```

## flow/constraint.sdc

```tcl
current_design Read_Controller

set clk_period 6.7
set clk_io_pct 0.2

create_clock -name clk0 -period $clk_period [get_ports {Clk_in}]

set non_clock_inputs [all_inputs -no_clocks]
set_input_delay [expr $clk_period * $clk_io_pct] -clock clk0 $non_clock_inputs
set_output_delay [expr $clk_period * $clk_io_pct] -clock clk0 [all_outputs]
```

## flow/design.v

```verilog
`timescale 1ns/1ps
module Addr_Generator(
    input  wire [8:0]  row_o,        
    input  wire [8:0]  col_o,        
    output wire [19:0] read_addr     
);
    parameter W = 256;              
    parameter H = 256;              
    assign read_addr = col_o * W + (W - 1 - row_o);
endmodule
`timescale 1ns/1ps
module Read_Controller(
    input  wire        Clk_in,
    input  wire        Reset_n,
    input  wire        write_finish,
    output reg         read_finish,
    output reg         SRAM_EN_r,
    output reg         SRAM_WE_r,
    output reg [19:0]  SRAM_Addr_r,
    input  wire [23:0] SRAM_Dout,
    output reg         out_pixel_ready,
    output reg         out_pixel_valid,
    output reg         out_line_end,
    output reg [23:0]  out_pixel_data
);
  parameter W = 256, H = 256;               
  localparam R_IDLE = 2'd0,                 
             R_READ = 2'd1,                 
             R_DONE = 2'd2;                 
  reg [1:0] state;                          
  reg [8:0] row_o, col_o;
  reg        en_req, en_dly;                
  reg [8:0]  row_req, col_req;              
  reg [8:0]  row_dly, col_dly;              
  wire [19:0] read_addr;
  Addr_Generator #(.W(W), .H(H)) addr_gen (
    .row_o     (row_o),
    .col_o     (col_o),
    .read_addr (read_addr)
  );
  always @(posedge Clk_in or negedge Reset_n) begin
    if (!Reset_n) begin
      state           <= R_IDLE;
      row_o           <= 0;
      col_o           <= 0;
      en_req          <= 0;
      en_dly          <= 0;
      row_req         <= 0;
      col_req         <= 0;
      row_dly         <= 0;
      col_dly         <= 0;
      read_finish     <= 0;
      SRAM_EN_r       <= 0;
      SRAM_WE_r       <= 0;
      SRAM_Addr_r     <= 0;
      out_pixel_valid <= 0;
      out_pixel_ready <= 0;
      out_line_end    <= 0;
      out_pixel_data  <= 0;
    end else begin
      SRAM_EN_r       <= 0;
      en_req          <= 0;
      out_pixel_valid <= 0;
      out_pixel_ready <= 0;
      out_line_end    <= 0;
      case (state)
        R_IDLE: begin
          read_finish <= 0;
          if (write_finish) begin
            row_o  <= 0;
            col_o  <= 0;
            state  <= R_READ;
          end
        end
        R_READ: begin
          SRAM_EN_r   <= 1;            
          SRAM_WE_r   <= 0;            
          SRAM_Addr_r <= read_addr;    
          en_req      <= 1;            
          row_req     <= row_o;        
          col_req     <= col_o;
          if (row_o == H-1 && col_o == W-1) begin
            state       <= R_DONE;
            read_finish <= 1;          
          end else if (col_o == W-1) begin
            col_o <= 0;
            row_o <= row_o + 1;
          end else begin
            col_o <= col_o + 1;
          end
        end
        R_DONE: begin
          read_finish <= 1;
        end
        default: state <= R_IDLE;
      endcase
      en_dly    <= en_req;
      row_dly   <= row_req;
      col_dly   <= col_req;
      if (en_dly) begin
        out_pixel_data  <= SRAM_Dout;                
        out_pixel_valid <= 1;                        
        out_pixel_ready <= (row_dly == 0 && col_dly == 0);
        out_line_end    <= (col_dly == W-1);
      end
    end
  end
endmodule
```

==> qor.yml <==
cp_num_buf_inv: 1
xor_share: 0.00764
ys_types: 54
fin_crit_ns: 2.55
use_met3: 0.0277
setup_viol: 0
die_height_um: 126
core.rowCount: 44
critPathArrivalTime_ns: 1.21
diodes: 0
grt_pass1_wl_um: 15000
ys_seq_elements: 107
grt_pass1_vias: 3031
edf_count: 0
cts_buffer_depth: 2
finalPower_mw: 1.20
numPortBuffers: 75
final_antenna_net_count: 0
grt.total_usage: 0.120
syn_inst: 384
worstSetupEndpointType: "output port"
hold_viol_final: 0
antenna_found_initial: 0
max_freq_mhz: 393
place_congestion: 0.817
grt_start_max_net_pins: 58
post_cts_buffers: 0
worstHoldPathType: "reg2reg"
crit_family: "buffers and inverters"
synth.top_cell.area_share: 0.578
use_met2: 0.181
ys_area_sq_um: 4590
hpwl_um: 6040
fp-utilization: 0.312
drc: 0
vdd_drop_max_mv: 0.111
r2r_slack_ns: 4.16
clk_latency_ns: 0.34
finalSetupTns_ns: 0
pwr_density_cell_nw_per_um2: 208
dp.cells: 629
topCellsByArea: "dfrtp_1 (58%), mux2_2 (11%), ha_1 (3.3%), o21ai_0 (2.9%), nand2_1 (2.6%)"
syn-mean-instance-area_sq_um: 11.9
drive_gt1_frac: 0.152
drt-pass1-iter-count: 25
clk_pin_slew_ns: 0.07
slowest_delay_ns: 0.49
netlist_area_sq_um: 4590
cts_root_buffer: "clkbuf_16"
syn2layout_area_growth_pct: 26.4
drv_slew: 0
synthFlopType: "dfrtp_1"
ys_warn_count: 1
max_slew_margin: 0.549
cts_tree: "yes"
fin_crit_sh: 0.380
vias: 3168
fin_cells: 645
pin_count: 77
logic_family: "simple AND/OR/NAND/NOR gates"
busiest_layer: "met1"
postLayoutCoreUtil: 0.394
viasPerCell: 4.91
crit_fanout: 3
tightest_slew_ns: 0.677
synthMuxAreaShare: 0.117
synthArstFlopShare: 1.00
clock_sinks: 107
coreArea_sq_um: 14700
postSynthSeqShare: 0.584
required_ns: 5.36
wl_um: 8810
dr.first_iter.drc_count: 164
ctsResizeCount: 0
largest_area_cell: "dfrtp_1"
grtUsageMet1: 0.188
warning_count: 26
path_class: "reg2out"
cp-start-kind: "register"
cap_violations: 0
power.leakage_nw: 2.45
overflow: 0
compound_area_frac: 0.107
status: "finished, final reports clean"
crit_chain: "clkdlybuf4s50_1"
htreeDepth: 3
cp_slowest_cell: "clkdlybuf4s50_1"
ys_sh_simple: 0.118
die_x_um: 126
ys_sh_adder: 0.0371
holdBufCountCts: 0
finClkSkew_ns: 0.00775
ys_cells: 384
routedWlPerCell_um: 13.7
cts_made_buffers: 9
rsz0062_at_grt: "false"
chipArea_sq_um: 15800
cell families after synthesis:
kind of cell    after synthesis
compound gates               78
other cells                   1
mux                          48
xor+xnor                      4
fa+ha+maj                    13
simple gates                104
flops                       107
buf+inv                      29
per-layer routing:
layer / vias to the layer above / routed length [um]
met5: - / 0
met4: 0 / 83
met3: 7 / 600
met2: 100 / 3890
met1: 1518 / 4250
li1: 1543 / -
cell usage in the layout, fill, tap and decap left out, types with 2 or more instances in the layout:
master           netlist  routed
nand3_1               11      11
and3_1                 4       4
o211ai_1               3       3
nand2b_1               2       2
clkinv_4               0       4
nand4_1                4       4
nor3_1                 9       9
ha_1                  12      12
xnor2_1                3       3
a211oi_1               4       4
o21a_1                 2       2
o21ai_0               27      27
clkbuf_16              0       9
a21o_1                 7       7
dfrtp_1              106     106
clkdlybuf4s50_1        0      74
nor2_1                17      17
nand4_2                2       2
o21ai_1                3       3
nor2b_1                4       4
nor4_1                 4       4
inv_1                 10      10
nand2_1               32      32
or3_1                  4       4
and4_1                 2       2
a221oi_1               2       2
mux2_2                43      43
a31oi_1                7       7
or4_1                  4       4
buf_4                  2       6
mux2i_1                5       5
a21oi_1               10      10
o31ai_1                2       2
sequential cells by signal (all words and copies together), names as in the netlist:
signal           flops
out_pixel_ready      1
col_req              9
out_pixel_data      24
out_line_end         1
out_pixel_valid      1
SRAM_Addr_r         20
en_dly               1
col_o                9
row_req              9
read_finish          1
SRAM_EN_r            1
state                3
row_o                9
col_dly              9
row_dly              9
worst paths after layout:
path                             start                  to  cells after the start
max                        read_finish         read_finish                      1
min                          SRAM_EN_r              en_dly                      0
max reg2reg                   row_o[8]     SRAM_Addr_r[15]                      6
min reg2reg                  SRAM_EN_r              en_dly                      0
max in group asynchronous      Reset_n  out_pixel_data[19]                      2
min in group asynchronous      Reset_n  out_pixel_data[21]                      1
power breakdown:
| group | total (mW) | internal, mW | switching, mW |
|---|---|---|---|
| clock network | 0.500 | 0.268 | 0.233 |
| logic | 0.0463 | 0.0302 | 0.0162 |
| registers | 0.656 | 0.653 | 0.00320 |
cell usage after synthesis, types with 2 or more instances:
cell type	instances
mux2_2	43
a221oi_1	2
ha_1	12
and4_1	2
or3_1	4
mux2i_1	5
nand2b_1	2
nor2_1	17
buf_4	2
dfrtp_1	106
clkbuf_1	10
and3_1	4
buf_1	4
nor4_1	4
o21ai_1	3
nor3_1	9
nand4_2	2
inv_1	10
o21ai_0	27
nand2_1	32
a211oi_1	4
o211ai_1	3
xnor2_1	3
o31ai_1	2
nor2b_1	4
nand4_1	4
buf_6	2
a31oi_1	7
nand3_1	11
a21o_1	7
a21oi_1	10
or4_1	4
o21a_1	2
stage by stage:
step,area [sq um],setup slack (ns),hold slack [ns]
after CTS,5800,4.13,0.378
after floorplan,4590,4.45,0.331
final,5800,4.15,0.375
after global placement,5510,3.88,0.358
after detailed placement,5510,3.86,0.362
after global routing,5800,3.96,0.388
area by class of cell:
| class | count | area, sq um |
|---|---|---|
| Fill cell | 1376 | 8900 |
| Sequential cell | 107 | 2680 |
| Multi-Input combinational cell | 248 | 1770 |
| Timing Repair Buffer | 80 | 786 |
| Clock buffer | 11 | 243 |
| Tap cell | 184 | 230 |
| Clock inverter | 5 | 46.3 |
| Inverter | 10 | 37.5 |
Power is estimated from default activity; no workload was simulated.
