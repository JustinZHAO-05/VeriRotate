File: design/flow/run.sh
#!/bin/bash
# OpenROAD 26Q1-2900-gdf79404cd8, Yosys 0.63+post, stock flow scripts
make -C /OpenROAD-flow-scripts/flow DESIGN_CONFIG=/design/flow/config.mk WORK_HOME=/design/flow/orfs finish
File: design/flow/config.mk
export PLATFORM = sky130hd
export DESIGN_NAME = Input_Interface
export DESIGN_NICKNAME = Input_Interface
export VERILOG_FILES = /design/flow/design.v
export SDC_FILE = /design/flow/constraint.sdc
export NUM_CORES = 4
export LEC_CHECK = 1
export CORE_UTILIZATION = 30
File: design/flow/constraint.sdc
current_design Input_Interface

set clk_period 1.0
set clk_io_pct 0.2

create_clock -name clk0 -period $clk_period [get_ports {Clk_in}]

set non_clock_inputs [all_inputs -no_clocks]
set_input_delay [expr $clk_period * $clk_io_pct] -clock clk0 $non_clock_inputs
set_output_delay [expr $clk_period * $clk_io_pct] -clock clk0 [all_outputs]
File: design/flow/design.v
`timescale 1ns/1ps
module Input_Interface(
    input  wire        Clk_in,         
    input  wire        Start_in,       
    input  wire        H_Valid_in,     
    input  wire        H_Jump_in,      
    input  wire [23:0] Bmp_Data,       
    output reg         pixel_ready,    
    output reg         pixel_valid,    
    output reg         line_end,       
    output reg  [23:0] pixel_data      
);
    reg [23:0] Bmp_Data_d;   
    reg        Start_d;      
    reg        H_Valid_d;    
    reg        H_Jump_d;     
    initial begin
        Start_d      = 0;
        H_Valid_d    = 0;
        H_Jump_d     = 0;
        Bmp_Data_d   = 0;
        pixel_ready  = 0;
        pixel_valid  = 0;
        line_end     = 0;
        pixel_data   = 0;
    end
    always @(posedge Clk_in) begin
        Start_d    <= Start_in;
        H_Valid_d  <= H_Valid_in;
        H_Jump_d   <= H_Jump_in;
        Bmp_Data_d <= Bmp_Data;
        pixel_ready <= Start_d;       
        pixel_valid <= H_Valid_d;     
        line_end    <= H_Jump_d;      
        pixel_data  <= Bmp_Data_d;    
    end
endmodule
==> run summary <==
run metrics: R2R cell count=0, WS Path Type=register to primary output, Top cell excl fill/tap=dfxtp_1, CTS clk-pin slew, worst paths=0.14 ns, cell internal pwr=0.002919 W, Sw Share=17.62%, wire length of the first global-routing pass=2.021 mm, delay-heaviest family, CP=flip-flops, Mapped Cells=54, total track usage=7.692%, leading area contributor after synthesis=dfxtp_1, Post-CTS Setup Bufs=0, drt first pass iters=2, Post-synth area hogs=dfxtp_1 (100%), Worst R2R Start=Bmp_Data_d[5], Gate power share=4.0%, cells in synth_stat.txt=54, cts hold-fix bufs=0, fmax=1.007 GHz, Die Wd=62.03 µm, Fin. Hold Viols=0, Rel. slew slack=90.91%, Antenna Nets Post-Route=0, worst hold slack=0.2688 ns, cycle use final=99.33%, outcome=finished clean, H-tree depth=2, I/O pins=55, # DRC=0, Via density=3.574, worst hold start=Bmp_Data[23], Final setup viols=0, DIE AREA=0.003848 mm², CP max stage cell=dfxtp_2, worst flop-to-flop path endpoint=pixel_data[5], Max clock buf depth=2, Seq pwr share=64.5%, sink of the worst hold path=Bmp_Data_d[23], clk latency of the worst-skew pair=0.35 ns, and-or/or-and share of the synthesized area=0%, critical path cell sequence=buf_2, depth of the worst hold-timing path=1, PwrDens=2180 mW/mm², yosys warns=1, Worst Setup End Kind=primary output, Basic Gates by Area=0%, YS chip area=0.001081 mm², LEAKAGE=0.7060 nW, RSZ-0062 raised after global routing=yes, synth unique cells=1, Final Skew=0.004895 ns, Setup TNS Final=0 ns, R2R setup slack=0.59 ns, via count=579, top area contributor share=100.0%, core area=0.003390 mm², Overflow after GRT=0, maximum fanout along the worst path=1, initial antenna violation count=0, XOR/XNOR Fraction of Synth Area=0%, tool warnings=27, Max Cap Viol=0, register share after synthesis=100.0%, CP startpoint kind=register, Synthesized registers=54, Crit path required time=0.80 ns, Final min period=0.9933 ns, Worst VDD drop=1.121 mV, Num CTS Buffers=5, actual slew at the worst max-slew pin=0.1363 ns, Slew Limit Fails=0, clock sink count=54, Wirelength per Cell=8.401 µm, Buffers & Inverters on Critical Path=1, Post-Syn Area per Cell=20.02 µm², vias in the first global route=479, Worst EP arrival=0.79 ns, largest net degree at the start of global routing=17, synthesized cell area=0.001081 mm², Area Growth Syn to Fin=50.35%, FA/HA/MAJ Cells, Area Fraction=0%, Placer Congestion=0.6698, I/O Buffers=54, mux share=0%, Post-Route WL=1.361 mm, HP Class=input pin to register, Psw=0.0006245 W, Top cells excl fill/tap=dfxtp_1 (52), clkdlybuf4s50_1 (27), buf_2 (27), clkbuf_4 (5), dfxtp_2 (2), largest stage delay on the critical path=0.34 ns, number of logic gates=0, layout cells sized above 1=31.03%, Pre-Place Util=31.89%, diode count=0, DR iter-0 viols=3, # rows=21, die height=62.03 µm, Gate Area=0 µm², TritonCTS clock tree=yes, fill count=316, clock root buffer master=clkbuf_4, part of the power in the clock network=31.5%
## power groups by stage
stage         logic (W)  clock network, W  registers [W]
global route   0.000158           0.00129        0.00230
CTS            0.000144           0.00117        0.00229
finish         0.000142           0.00111        0.00229
## through the flow
stage	cells	setup WS [ns]	cell area, µm²	utilization [%]	power, W
after global placement	154	0.04287	1679	49.54	0.002534
after CTS	162	-0.02101	1624	47.91	0.003608
after detailed placement	154	0.04042	1679	49.54	0.002537
final	162	0.006655	1625	47.95	0.003544
after floorplan	54	0.5385	1081	-	0.002320
after global routing	162	-0.05985	1625	47.95	0.003755
## synth_stat cells
library cell  count
dfxtp_1          54
## sequential cells by signal (all words and copies together) (netlist names)
register and count:
Bmp_Data_d 24, H_Jump_d 1, H_Valid_d 1, Start_d 1, line_end 1, pixel_data 24
pixel_ready 1, pixel_valid 1
## worst max path at each step
stage	from	slack, ns	depth (start not counted)	to
CTS	pixel_data[18]	-0.02	1	pixel_data[18]
global route	pixel_data[18]	-0.06	1	pixel_data[18]
finish	pixel_data[18]	0.007	1	pixel_data[18]
## area by class of cell
type	instances	area, µm²	area share, %
well taps	46	57.56	3.541
repair buffers	54	405.4	24.94
clock inverters	2	37.54	2.309
flip-flops and latches	54	1084	66.67
clock buffers	6	41.29	2.540
## cell families after synthesis
kind of cell  Yosys count
flip-flops             54
## what timing repair did
action,CTS,global route
pin swaps,0,0
resized,82,1
setup endpoints to repair,27,27
cloned,0,0
## routing by layer
layer  part of all wire (%)  vias up  track usage [%]
met5                      0        -                0
met4                    2.9        0            1.905
met3                     22        7            7.547
met2                     38       38            8.663
met1                     37      249            10.45
li1                       -      285                -
Power and IR drop assume default switching activity.
